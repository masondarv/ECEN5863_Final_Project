--- ./constraint.sdc ---
current_design vga

set clk_period 2.4
set clk_io_pct 0.2

create_clock -name clk0 -period $clk_period [get_ports {clk}]

set non_clock_inputs [all_inputs -no_clocks]
set_input_delay [expr $clk_period * $clk_io_pct] -clock clk0 $non_clock_inputs
set_output_delay [expr $clk_period * $clk_io_pct] -clock clk0 [all_outputs]
--- ./design.v ---
module vga(
	input clk, reset,
	input iR, iG, iB,
	output wire blank, sync,
	output [9:0] hcount, vcount,
	output hsync, vsync,
	output [7:0] oR, oG, oB);
	parameter res_horz = 640;
	parameter res_vert = 480;
	parameter front_porch_horz = 16;
	parameter back_porch_horz = 48;
	parameter sync_horz = 96;
	parameter total_blanking_horz = front_porch_horz + back_porch_horz + sync_horz;
	parameter total_horz = res_horz + front_porch_horz + back_porch_horz + sync_horz;
	parameter front_porch_vert = 10;
	parameter back_porch_vert = 33;
	parameter sync_vert = 2;
	parameter total_blanking_vert = front_porch_vert + back_porch_vert + sync_vert;
	parameter total_vert = res_vert + front_porch_vert + back_porch_vert + sync_vert;
	assign	sync	=	1'b1;																			 
	assign oR = iR ? 8'hFF : 8'h00;
	assign oG = iG ? 8'hFF : 8'h00;
	assign oB = iB ? 8'hFF : 8'h00;
	reg [9:0] hcount_raw;
	reg [9:0] vcount_raw;
	assign hsync = ~((hcount_raw >= front_porch_horz) & (hcount_raw < (front_porch_horz + sync_horz)));
	assign vsync = ~((vcount_raw >= (res_vert + front_porch_vert)) & (vcount_raw < (res_vert + front_porch_vert + sync_vert)));
	assign hcount = (hcount_raw < total_blanking_horz) ? 10'h00 : (hcount_raw - total_blanking_horz);
	assign vcount = (vcount_raw >= res_vert) ? (res_vert - 10'h01) : vcount_raw;
	assign blank = ~((hcount_raw < total_blanking_horz) | (vcount_raw > res_vert-1));
	always @(posedge clk) begin
		if(reset) begin
			hcount_raw <= 0;
			vcount_raw <= 0;
		end
		else begin
			hcount_raw <= hcount_raw + 1'b1;
			if(hcount_raw >= total_horz) begin
				hcount_raw <= 0;
				vcount_raw <= vcount_raw + 1'b1;
				if(vcount_raw >= total_vert) begin
					vcount_raw <= 0;
				end
			end
		end
	end
endmodule
--- ./config.mk ---
export PLATFORM = sky130hd
export DESIGN_NAME = vga
export DESIGN_NICKNAME = vga
export VERILOG_FILES = /design/flow/design.v
export SDC_FILE = /design/flow/constraint.sdc
export NUM_CORES = 4
export LEC_CHECK = 1
export CORE_AREA = 10 10 108 108
export DIE_AREA = 0 0 118 118
--- ./run.sh ---
#!/bin/bash
# OpenROAD 26Q1-2900-gdf79404cd8, Yosys 0.63+post, stock flow scripts
make -C /OpenROAD-flow-scripts/flow DESIGN_CONFIG=/design/flow/config.mk WORK_HOME=/design/flow/orfs finish
==> results.yml <==
# physical design summary
setup_path:
  crit_slowest_cell: "clkdlybuf4s50_1"
  timing.rr.end: "vcount_raw[2]"
  reg2regPathDepth: 6
  crit_type: "flip-flop to primary output"
  cpPeakStageDelay_ns: 0.49
  crit_top_cell: "inv_1"
  crit_path_end_kind: "primary output"
  cp.buffers_inverters: 3
  cp_max_fo: 8
  critPathCapture: "hcount[9]"
  regToRegStartpoint: "vcount_raw[1]"
  crit_path_start: "hcount_raw[5]"
  cp_top_family: "buffers and inverters"
  r2r_slack_ns: 0.69
  arrival_ns: 1.80
  cp.depth: 7
  crit_chain: "inv_1 -> ha_1 -> inv_1 -> a21oi_2 -> xnor2_1 -> nor2_1 -> clkdlybuf4s50_1"
  start_kind: "flip-flop"
  worst-endpoint-required_ns: 1.92
global_routing:
  grt_usage_pct: 4.27
  grt-ovfl-total: 0
  grt_pass1_wl_mm: 5.07
  antenna_found_initial: 0
  grt_pass1_vias: 1022
  grt_max_degree: 13
die:
  die_h_um: 118
  io_pins: 53
  core_area_sq_um: 9280
  row_count: 35
  fp-utilization_pct: 15.4
  dieArea_sq_um: 13900
  die_x_um: 118
min_path:
  hold_path_class: "flip-flop to flip-flop"
detailed_routing:
  wl_per_cell_um: 9.76
  routed_wl_mm: 2.98
  drc_errors: 0
  drt-initial-drc-count: 42
  vias_per_cell: 3.50
  dr_total_vias: 1066
  first_pass_iters: 4
  num_antenna_cells: 0
  antenna_left: 0
outcome:
  status: "finished, final reports clean"
yosys:
  ys_cells: 179
  synth.distinct_cells: 36
  synth-async-reset-ratio_pct: 0
  synthTopCellsByCount: "buf_4 (26), nor2_1 (25), dfxtp_1 (20)"
  synth_area_sq_um: 1430
  yosysWarnings: 1
  ys_ff: 20
  top_area_cell: "dfxtp_1"
  yosysTopAreaCellShare_pct: 27.9
  synthFlopType: "dfxtp_1"
  synth_seq_share_pct: 27.9
  synth_cells: 179
  synth_area_per_cell_sq_um: 8.01
  edf_count: 0
  synth_chip_area_sq_um: 1430
  synth_top_cell_by_count: "buf_4"
  topCellsByArea: "dfxtp_1 (28%), buf_4 (14%), ha_1 (7.9%)"
power:
  p_leak_nw: 0.647
  pwr_density_cell_nw_per_um2: 362
  ir_worst_vdd_mv: 0.215
final_timing:
  hold-worst-slack_ns: 0.467
  finalSetupTns_ns: 0
  drv_slew: 0
  fin_crit_ns: 2.28
  finalCritPeriodShare_pct: 95.1
  timing.fmax_ghz: 0.438
  finalHoldViolations: 0
  worst_pin_slew_ns: 0.504
  setup_viol: 0
  fin_worst_skew_ns: 0.00148
  relSlewSlack_pct: 66.3
  rsz0062_at_grt: "false"
flow_run:
  cap_violations: 0
  tool_warnings: 33
cts:
  numCtsBuffers: 3
  root_buffer: "clkbuf_8"
  ctsHoldBuffers: 0
  insertion_delay_ns: 0.26
  ctsHtreeMaxLevel: 1
  cts_buffer_depth: 2
  post-cts-setup-buffers: 0
  tritoncts: "built"
  cts_sinks: 20
  clkTransAtPathRegs_ns: 0.08
placement:
  port-buffer-count: 23
  hpwlAfterDp_mm: 2.36
  routabilityCongestion: 0.827
final_layout:
  post-route-util_pct: 18.3
  fillers: 1062
  areaGrowthSynthToFinish_pct: 18.4
  drive_above_1_share_pct: 15.3
## per-layer routing
layer | vias to the layer above | track usage, % | part of all wire (%)
met5 | - | 0 | 0
met4 | 0 | 0.155 | 0
met3 | 0 | 2.33 | 12
met2 | 30 | 5.91 | 40
met1 | 483 | 5.97 | 48
li1 | 553 | - | -
## repair_timing
action,4_1_cts,5_1_grt
cloned,0,0
endpoints found under the setup margin,3,10
gates resized,3,9
## cell usage in the layout, fill, tap and decap left out, drive strengths merged, types with 5 or more instances in the layout
cell           instances
nor2                  25
clkdlybuf4s50         23
dfxtp                 20
nand2                 12
inv                   10
xnor2                  9
ha                     9
xor2                   7
and2                   6
nand3                  5
or3                    5
## final cells by class
type                       count  area [sq um]  share of cell area [%]
multi-input combinational    117           787                    46.4
inverter                      10          37.5                    2.21
tap                          129           161                    9.51
timing repair buffer          25           245                    14.4
clock buffer                   4          55.1                    3.24
sequential                    20           412                    24.2
## per-stage QoR
stage	total power [mW]	instance area [sq um]	worst slack [ns]	cells
global route	0.648	1700	0.0119	305
finish	0.615	1700	0.117	305
detailed placement	0.366	1620	0.209	301
CTS	0.626	1680	0.0283	305
global placement	0.366	1620	0.189	301
floorplan	0.386	1430	0.846	179
## worst min-delay path by stage
| stage | startpoint | endpoint | cells after the start |
|---|---|---|---|
| after CTS | hcount_raw[0] | hcount_raw[0] | 1 |
| after global routing | hcount_raw[0] | hcount_raw[0] | 1 |
| final | hcount_raw[0] | hcount_raw[0] | 1 |
## kinds of logic (layout without fill, tap and decap cells)
family                     count (synthesis)  in the layout  share of synthesized area, %
other                                      2              2                         0.524
DFF                                       20             20                          27.9
xor gates and xnor gates                  16             16                          9.77
adders and majority gates                  9              9                          7.85
AOI/OAI and AO/OA                         15             15                          9.34
and+or+nand+nor                           75             75                          26.5
buffers and inverters                     42             39                          18.1
## sequential cells by signal (all words and copies together) (netlist names)
register and cells:
vcount_raw 10, hcount_raw 10
## where the power goes
group | total (mW) | internal (mW) | switching [mW] | leakage (nW)
clock | 0.260 | 0.146 | 0.114 | 0.0288
sequential | 0.337 | 0.333 | 0.00359 | 0.165
combinational | 0.0188 | 0.00780 | 0.0110 | 0.453
No activity file was given, so power comes from the tool's default toggle rates.
