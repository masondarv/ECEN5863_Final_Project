[/design/flow/run.sh]
#!/bin/bash
# OpenROAD 26Q1-2900-gdf79404cd8, Yosys 0.63+post, stock flow scripts
make -C /OpenROAD-flow-scripts/flow DESIGN_CONFIG=/design/flow/config.mk WORK_HOME=/design/flow/orfs finish
[/design/flow/config.mk]
export PLATFORM = sky130hd
export DESIGN_NAME = paddle
export DESIGN_NICKNAME = paddle
export VERILOG_FILES = /design/flow/design.v
export SDC_FILE = /design/flow/constraint.sdc
export NUM_CORES = 4
export LEC_CHECK = 1
export CORE_AREA = 10 10 95 95
export DIE_AREA = 0 0 105 105
[/design/flow/constraint.sdc]
current_design paddle

set clk_period 2.8
set clk_io_pct 0.2

create_clock -name clk0 -period $clk_period [get_ports {vsync}]

set non_clock_inputs [all_inputs -no_clocks]
set_input_delay [expr $clk_period * $clk_io_pct] -clock clk0 $non_clock_inputs
set_output_delay [expr $clk_period * $clk_io_pct] -clock clk0 [all_outputs]
[/design/flow/design.v]
module paddle(
input clk, rst, vsync, up, down,
input [9:0] hcount, vcount,
output [8:0] paddle_pos,
output r, g, b
);
parameter player = 0;
wire paddle_out;
reg [8:0] paddleStartPos = 9'd216;
always @(negedge vsync or posedge rst)
begin
	 if(rst) begin
		paddleStartPos <= 9'd216;
	 end
	 else begin
		if(!up) begin
			if(paddleStartPos <= 16) begin
				paddleStartPos <= 16;
			end
			else begin
				paddleStartPos <= paddleStartPos - 9'h05;
			end
		end
		else if (!down) begin
			if(paddleStartPos >= 415) begin
				paddleStartPos <= 415;
			end
			else begin
				paddleStartPos <= paddleStartPos + 9'h05;
			end
		end
	end
end
assign paddle_out = !player ?
					((hcount < 24) && (hcount >14) && (vcount >= paddleStartPos) && (vcount <= (paddleStartPos+48))) : 
					((hcount < 625)  && (hcount > 615) && (vcount >= paddleStartPos) && (vcount <= (paddleStartPos+48)));
assign r = paddle_out;
assign g = paddle_out;
assign b = paddle_out;
assign paddle_pos = paddleStartPos;
endmodule
==> run_results.csv <==
group,metric,value,unit
run_status,status,"complete, but fails checks",
run_status,violations,"setup timing",
cts,cts_sinks,9,
cts,htree_levels,1,
detailed_routing,drt_first_pass_iters,5,
final_timing,worst_slack,-1560,ps
detailed_routing,vias,1517,
logic_synthesis,synth_seq_share,17.37,%
worst_hold_path,hp-class,"reg2reg",
logic_synthesis,synthCells,168,
cts,hold_buffers,0,
detailed_routing,drt-initial-drc-count,122,
cells_and_area,syn_to_final_growth,74.98,%
cells_and_area,drive_above_1_share,37.25,%
detailed_routing,drt-vias-per-instance,4.322,
power,p_leak,1.056,nW
cts,numCtsBuffers,3,
floorplanning,io_pins,37,
worst_setup_path,worst-setup-path-type,"reg2out",
worst_setup_path,crit_arrival,3800,ps
worst_setup_path,end_kind,"output pin",
logic_synthesis,synth_cell_types,50,
detailed_routing,wl,4552,microns
power,power_frac_comb,79.6,%
floorplanning,num_rows,30,
placement,placed_area,0.002018,sq mm
cells_and_area,top_register,"paddleStartPos",
floorplanning,initCoreUtil,19.18,%
job,warning_count,38,
logic_synthesis,edf_count,0,
floorplanning,dieWidth,105,microns
cells_and_area,reg_top3,"paddleStartPos: 9 flops",
floorplanning,die_area,0.01103,sq mm
logic_synthesis,synth.avg_cell_area,7.887,sq um
logic_synthesis,synth_flops,9,
grt,grt_max_degree,14,
logic_synthesis,synth_warnings,1,
power,p_int,1.264,mW
power,switching_power,0.9210,mW
grt,grt_antenna_before_repair,0,
power,ir_worst_vdd,0.2660,mV
final_timing,worst_slew_pin_slew,473.5,ps
detailed_routing,wire_per_inst,12.97,microns
detailed_routing,drt.antenna.violating_nets,0,
logic_synthesis,synth_area,0.001325,sq mm
power,p_per_area,942.3,mW/mm^2
grt,grt_pass1_wl,7452,microns
cts,clock_path_buffers,2,
logic_synthesis,yosys_area,0.001325,sq mm
floorplanning,core_area,0.006907,sq mm
cells_and_area,largest_reg_flops,9,
worst_setup_path,cp.required,2240,ps
logic_synthesis,synthFlopType,"dfrtn_1",
job,drv_cap,0,
placement,place_hpwl,3443,microns
cells_and_area,final_area,0.002318,sq mm
worst_setup_path,worst_r2r_path_depth,9,
grt,gr-usage-all-layers,7.930,%
cts,cts_tree,"done",
power,power_frac_clock,8.0,%
detailed_routing,drc,0,
final_timing,finalHoldViolations,0,
detailed_routing,antennaDiodeCount,0,
final_timing,relSlewSlack,68.43,%
final_timing,drv_slew,0,
worst_setup_path,worstSetupStartpointType,"register",
cts,cts-root-buf,"clkbuf_8",
cts,clk_pin_slew,40,ps
worst_setup_path,crit_fanout,3,
final_timing,setup_viol,15,
logic_synthesis,yosys-stat-cells,168,
floorplanning,die_h,105,microns
grt,grt_pass1_vias,1543,
logic_synthesis,async_flop_share,100.0,%
cells_and_area,final_core_util,33.57,%
cells_and_area,fillers,717,
final_timing,rsz0062_at_grt,"true",
placement,port_buffers,35,
final_timing,finClkSkew,55.62,ps
grt,grt.overflow.total,0,
worst_hold_path,hold_depth,3,
power,p_sw_share,42.16,%
cts,insertion_delay,310,ps
power,seqPwrFrac,12.4,%
placement,place.gp.congestion,0.8791,
## per-layer routing
metal / up-vias / wire length, microns / global-route usage [%]
li1: 779 / - / -
met1: 694 / 1926 / 10.07
met2: 38 / 2323 / 13.70
met3: 6 / 197 / 1.429
met4: 0 / 105 / 1.569
met5: - / 0 / 0
## path summary, 6_finish.rpt
check	startpoint	end	slack (ps)
worst min register to register	paddleStartPos[3]	paddleStartPos[3]	670
max in group asynchronous	rst	paddleStartPos[8]	560
worst min-delay path	paddleStartPos[3]	paddleStartPos[3]	670
worst max-delay path	paddleStartPos[4]	r	-1560
min in group asynchronous	rst	paddleStartPos[5]	1860
worst max register to register	paddleStartPos[1]	paddleStartPos[3]	600
## placed cells by master (no fill, tap or decap), types with 3 or more instances in the layout
| cell | Yosys | final |
|---|---|---|
| clkdlybuf4s50_1 | 0 | 22 |
| nand4_1 | 3 | 3 |
| nand2_1 | 20 | 19 |
| inv_1 | 16 | 17 |
| nor4_1 | 4 | 3 |
| buf_4 | 4 | 42 |
| ha_1 | 21 | 20 |
| dfstp_2 | 4 | 4 |
| xnor2_1 | 5 | 5 |
| nand2b_1 | 3 | 3 |
| a21oi_1 | 10 | 9 |
| dfrtn_1 | 5 | 5 |
| buf_2 | 4 | 3 |
| o21ai_0 | 10 | 8 |
| clkbuf_8 | 0 | 3 |
| buf_6 | 1 | 20 |
| nor2_1 | 8 | 8 |
## what timing repair did
action | in CTS | in global routing
pin swaps | 9 | 6
gates resized | 71 | 13
endpoints found under the setup margin | 21 | 19
hold endpoints to repair | 0 | 0
setup buffers | 27 | 4
## power groups by stage
stage         logic, mW  clock network, mW  registers, mW
CTS                1.77              0.178          0.267
finish             1.74              0.175          0.271
global route       1.92              0.191          0.279
## kinds of logic after synthesis
family / share of synthesized area (%)
AOI/OAI and AO/OA: 22.67
xor gates and xnor gates: 3.966
adders and majority gates: 19.83
buffers and inverters: 9.160
DFF: 17.37
muxes: 2.455
and+or+nand+nor: 24.55
## through the flow
| stage | hold WS [ps] | std cells | worst slack [ps] | setup TNS [ps] | power [mW] |
|---|---|---|---|---|---|
| finish | 669.2 | 351 | -1560 | -6382 | 2.185 |
| global route | 716.5 | 351 | -1690 | -7164 | 2.388 |
| CTS | 654.1 | 357 | -1586 | -7254 | 2.217 |
| detailed placement | 646.4 | 323 | -1621 | -13300 | 1.664 |
| global placement | 648.7 | 323 | -1588 | -13340 | 1.661 |
| floorplan | 570.6 | 168 | -1177 | -3768 | 1.122 |
## cell type report
cell class / instances / area, sq um / share of cell area, %
Timing Repair Buffer: 89 / 795.8 / 34.32
Inverter: 15 / 56.30 / 2.428
Multi-Input combinational cell: 134 / 1056 / 45.55
Clock buffer: 3 / 41.29 / 1.781
Sequential cell: 9 / 230.2 / 9.930
Clock inverter: 5 / 18.77 / 0.8095
Tap cell: 96 / 120.1 / 5.181
## worst max-delay path, stage by stage (launching register included)
cell,delay [ps]
dfstp_2,550
inv_2,50
ha_4,170
nor3_4,110
xnor2_1,80
ha_1,290
nand4_1,150
nor3b_2,240
mux2i_1,100
o211a_1,250
buf_2,120
## synth_stat cells, types with 2 or more instances
library cell	instances	area, sq um
a211o_1	2	17.52
a211oi_1	3	22.52
a21o_1	2	15.01
a21oi_1	10	50.05
and2_1	3	18.77
buf_2	4	20.02
buf_4	4	30.03
dfrtn_1	5	125.1
dfstp_2	4	105.1
ha_1	21	262.8
inv_1	16	60.06
mux2_2	2	22.52
nand2_1	20	75.07
nand2b_1	3	18.77
nand3_1	2	10.01
nand4_1	3	18.77
nand4b_1	2	17.52
nor2_1	8	30.03
nor2b_1	2	12.51
nor3_1	5	25.02
nor3b_1	2	15.01
nor4_1	4	25.02
o21ai_0	10	50.05
xnor2_1	5	43.79
Power is estimated from default activity; no workload was simulated.
