**./design.v**
```verilog
module ball(
	input clk, reset,
	input [9:0] hcount, vcount,
	input vsync,
	input collision,
	input signed [9:0] p1_pad_pos, p2_pad_pos,
	output reg [9:0] debug_out,
	output reg r, g, b,
	output reg p1score, p2score
  );
	reg signed [10:0] ball_x, ball_y;
	reg signed [7:0] ball_vect_x, ball_vect_y;	 
	always @(posedge clk) begin
		if(((hcount >= ball_x - 2) && (hcount <= ball_x + 2)) && ((vcount >= ball_y - 2) && (vcount <= ball_y + 2))) begin  
			r <= 1;
			g <= 1;
			b <= 1;
		end
		else begin
			r <= 0;
			g <= 0;
			b <= 0;
		end
	end
	always @(negedge vsync or posedge reset) begin
		if(reset) begin
			ball_x = 320;		 
			ball_y = 240;		 
			ball_vect_x = 2;	 
			ball_vect_y = 2;
			debug_out = 10'd0;
		end
		else begin
			if(collision) begin
				debug_out[0] = 1'b1;
				if(ball_y < 15) begin
					debug_out[1] = 1'b1;
					ball_vect_y = -ball_vect_y;
				end
				else if(ball_y > 463) begin
					debug_out[2] =1'b1;
					ball_vect_y = -ball_vect_y;
				end
				else if((ball_x < 26 ) && (ball_x > 12 )) begin
					debug_out[3] =1'b1;
					ball_vect_x = (p1_pad_pos + 24 - ball_y) > 0 ? (p1_pad_pos + 24 - ball_y)/3 : -(p1_pad_pos + 24 - ball_y)/3;
					ball_vect_y = (ball_y - p1_pad_pos - 24)/3;
				end
				else if((ball_x > 613) && (ball_x < 627)) begin
					debug_out[4] =1'b1;
					ball_vect_x = (p2_pad_pos + 24 - ball_y) > 0 ? -(p2_pad_pos + 24 - ball_y)/3 : (p2_pad_pos + 24 - ball_y)/3;
					ball_vect_y = (ball_y - p2_pad_pos - 24)/3;
				end
				else if(ball_x <= 12) begin
					debug_out[5] =1'b1;
					ball_vect_x = 2;
					ball_vect_y = 2;
					p2score =1;
					ball_x = 320;
					ball_y = 240;
				end
				else if(ball_x >= 627) begin
					debug_out[6] =1'b1;
					ball_vect_x = -2;
					ball_vect_y = -2;
					p1score=1;
					ball_x = 320;
					ball_y = 240;
				end
				ball_x = ball_x + ball_vect_x;
				ball_y = ball_y + ball_vect_y;
			end
			else begin
				p2score =0;
				p1score =0;
				debug_out[7] =1'b1;
				ball_x = ball_x + ball_vect_x;
				ball_y = ball_y + ball_vect_y;
			end
		end
	end
endmodule  
```
**./run.sh**
```bash
#!/bin/bash
# OpenROAD 26Q1-2900-gdf79404cd8, Yosys 0.63+post, stock flow scripts
make -C /OpenROAD-flow-scripts/flow DESIGN_CONFIG=/design/flow/config.mk WORK_HOME=/design/flow/orfs finish
```
**./config.mk**
```make
export PLATFORM = sky130hd
export DESIGN_NAME = ball
export DESIGN_NICKNAME = ball
export VERILOG_FILES = /design/flow/design.v
export SDC_FILE = /design/flow/constraint.sdc
export NUM_CORES = 4
export LEC_CHECK = 1
export CORE_UTILIZATION = 30
```
**./constraint.sdc**
```tcl
current_design ball

set clk_period 2.8
set clk_io_pct 0.2

create_clock -name clk0 -period $clk_period [get_ports {clk}]
create_clock -name clk1 -period $clk_period [get_ports {vsync}]

set non_clock_inputs [all_inputs -no_clocks]
set_input_delay [expr $clk_period * $clk_io_pct] -clock clk0 $non_clock_inputs
set_output_delay [expr $clk_period * $clk_io_pct] -clock clk0 [all_outputs]
```
==> run summary <==
Summary of implementation figures.

Hold path
The path category of the worst min-delay check is flop to flop.

Synth
The number of instances in the synthesized netlist is around 1,900. The total standard cell area after synthesis is between 10,000 and 15,000 um^2. Per Yosys stat, the portion of area used by sequential elements is 0.0918. Yosys stat counts 1,862 cells in the synthesized netlist. Counting flops with a built-in enable in the synthesized netlist gives 2. Post-synth the commonest register cell is sky130_fd_sc_hd__dfrtn_1. The tally of unique sky130hd cells used after synthesis is between 100 and 150. The average instance in the mapped netlist occupies between 7 and 8 um^2.

After synthesis, the chip area reported by Yosys is 13,500 um^2. The total of warnings raised by yosys is 1. The fraction of registers with async set or reset after synthesis is 0.939. Synthesis inferred 49 register bits.

Final timing
The pin closest to its max-slew limit shows a slew of ~0.96 ns. The worst slew margin relative to its limit is 0.351. The tightest hold path in the finished design has a slack of between 0.4 and 0.5 ns. The clock arrives with between 0.06 and 0.07 ns of skew. The number of slew-limit violations in the final report is 0. The final setup slack of the worst path is -10.54 ns. The last timing report of the flow puts the setup violation total at 44. Setup repair after global routing could not meet its margin everywhere. Endpoints failing hold in the final report were tallied at 0.

Placed design
After its last routability iteration, the placer logged a weighted congestion of around 0.99. The wire-length estimate of the detail-placed layout is 39,500 um. Before CTS, the worst setup slack after placement is -11.65 ns. The buffer_ports step reported a buffer count of between 50 and 60.

Final layout
The area growth from synthesis to layout is 70.7%. The fill cell total of the finished layout is 3,870. Of the cells placed in the final design, the portion with a size suffix greater than 1 is 0.475.

Run status
The final reports fail on setup timing. The run finished, with violations left.

Route
The average wire per cell in the routed design is between 15 and 20 um. The total vias in the final route is about 17,000. The number of routed nets with antenna violations is 0. The iteration count recorded for the first detailed-route pass is 5. The detail-routed via count per cell is about 5.2. TritonRoute reported its final design rule violation total as 0. The total routed wirelength is approximately 50,000 um. The repair_antennas step left the layout with diodes totalling 0. The initial DRC count is approximately 1,000.

Clocking
The number of clock buffers added by TritonCTS is 5. CTS placed an instance of sky130_fd_sc_hd__clkbuf_16 at the clock tree root. TritonCTS built the clock tree. The post-CTS hold buffer count recorded in the log is 0. The level count of the clock H-tree is 2. For reference, the clock transition at the flip-flops on the worst setup and hold paths is 0.05 ns.

The number of buffers between clock root and the deepest sink is 2.

GRT
Entering global routing, the biggest net connects 31 pins. The number of global-route vias before repair was between 15,000 and 20,000. The first global-routing pass estimated approximately 80,000 um of wire.

The overall routing resource usage is 0.215. The overall overflow remaining after global route is 0. The number of antenna violations at the first check in global routing is 0.

Critical path
Per STA, the highest per-stage delay on the worst path measures 0.52 ns. The worst setup path is captured at a flop. Of all nets on the critical path, the largest fanout is 7. According to the timing report, the data required time at the worst endpoint equals 1.56 ns. The worst path arrival time is 12.10 ns. The library cell appearing most often on the critical path is sky130_fd_sc_hd__a21oi_2.

The critical path startpoint category is a primary input. The critical path class is primary input to flop. The cell with the biggest individual delay on the critical path is sky130_fd_sc_hd__or4b_4.

Job
The number of OpenROAD warnings is about 64. The number of maximum-capacitance violations recorded for the run is 0.

Die
The area of the core is between 40,000 and 50,000 um^2. The overall chip area is about 46,000 um^2. The starting density of the core is 0.305. The die extent in y is 214 um. Pin placement for this block handled 59 I/O pins.

In this run the horizontal extent of the chip is approximately 210 um. The number of rows created at floorplan is 77.
==> sequential cells by signal (all words and copies together) (netlist names) <==
register     flops
ball_x          11
ball_vect_y      8
p1score          1
p2score          1
debug_out        8
ball_vect_x      8
ball_y          11
r                1
==> logic make-up (layout without fill, tap and decap cells) <==
family / Yosys count / after routing / share of synthesized area
flops: 49 / 49 / 0.0918
xor+xnor: 150 / 150 / 0.101
other cells: 1 / 2 / 0.000277
mux: 43 / 43 / 0.0339
compound gates: 602 / 602 / 0.308
buf+inv: 225 / 983 / 0.0704
fa+ha+maj: 184 / 184 / 0.173
simple gates: 608 / 609 / 0.222
==> layout by cell type (no fill, tap or decap), types with 19 or more instances in the layout <==
master / Yosys / final
sky130_fd_sc_hd__inv_1: 138 / 125
sky130_fd_sc_hd__o211ai_1: 23 / 23
sky130_fd_sc_hd__clkdlybuf4s50_1: 0 / 29
sky130_fd_sc_hd__o21ai_1: 14 / 21
sky130_fd_sc_hd__nand3_1: 49 / 41
sky130_fd_sc_hd__and2_1: 34 / 28
sky130_fd_sc_hd__ha_1: 173 / 128
sky130_fd_sc_hd__o21bai_1: 32 / 32
sky130_fd_sc_hd__nor3_1: 49 / 41
sky130_fd_sc_hd__a31oi_1: 33 / 26
sky130_fd_sc_hd__mux2i_1: 23 / 19
sky130_fd_sc_hd__o21ai_2: 1 / 24
sky130_fd_sc_hd__nand2b_1: 30 / 27
sky130_fd_sc_hd__a21o_1: 30 / 29
sky130_fd_sc_hd__xor2_1: 41 / 39
sky130_fd_sc_hd__xnor2_2: 2 / 25
sky130_fd_sc_hd__buf_6: 6 / 50
sky130_fd_sc_hd__nand4_1: 19 / 20
sky130_fd_sc_hd__a21oi_1: 160 / 97
sky130_fd_sc_hd__ha_4: 0 / 37
sky130_fd_sc_hd__xnor2_1: 104 / 74
sky130_fd_sc_hd__buf_4: 10 / 711
sky130_fd_sc_hd__dfrtn_1: 38 / 38
sky130_fd_sc_hd__o21ai_0: 97 / 61
sky130_fd_sc_hd__a21oi_2: 3 / 58
sky130_fd_sc_hd__nand2_1: 148 / 134
sky130_fd_sc_hd__nor2_1: 168 / 148
==> cell usage after synthesis (6+ instances only) <==
cell	number	area (um^2)
sky130_fd_sc_hd__o22ai_1	14	87.6
sky130_fd_sc_hd__buf_2	20	100
sky130_fd_sc_hd__o211a_1	7	70.1
sky130_fd_sc_hd__o32ai_1	7	61.3
sky130_fd_sc_hd__xor2_1	41	359
sky130_fd_sc_hd__or3_1	13	81.3
sky130_fd_sc_hd__nor2b_1	17	106
sky130_fd_sc_hd__xnor2_1	104	911
sky130_fd_sc_hd__nand4_1	19	119
sky130_fd_sc_hd__nand2_1	148	556
sky130_fd_sc_hd__o2111ai_1	11	96.3
sky130_fd_sc_hd__a2111oi_0	6	52.6
sky130_fd_sc_hd__o21ai_1	14	70.1
sky130_fd_sc_hd__mux2_2	19	214
sky130_fd_sc_hd__o21bai_1	32	240
sky130_fd_sc_hd__o211ai_1	23	173
sky130_fd_sc_hd__and2_1	34	213
sky130_fd_sc_hd__nor3b_1	7	52.6
sky130_fd_sc_hd__nor3_1	49	245
sky130_fd_sc_hd__nor4_1	17	106
sky130_fd_sc_hd__dfstp_2	8	210
sky130_fd_sc_hd__nor2_1	168	631
sky130_fd_sc_hd__dfrtn_1	38	951
sky130_fd_sc_hd__and3_1	14	87.6
sky130_fd_sc_hd__fa_1	6	120
sky130_fd_sc_hd__a31oi_1	33	206
sky130_fd_sc_hd__buf_1	10	37.5
sky130_fd_sc_hd__o21a_1	14	105
sky130_fd_sc_hd__o31ai_1	15	113
sky130_fd_sc_hd__inv_1	138	518
sky130_fd_sc_hd__a211oi_1	17	128
sky130_fd_sc_hd__mux2i_1	23	230
sky130_fd_sc_hd__buf_4	10	75.1
sky130_fd_sc_hd__a311o_1	6	60.1
sky130_fd_sc_hd__clkbuf_1	38	143
sky130_fd_sc_hd__nand3_1	49	245
sky130_fd_sc_hd__nand2b_1	30	188
sky130_fd_sc_hd__a21oi_1	160	801
sky130_fd_sc_hd__a21o_1	30	225
sky130_fd_sc_hd__buf_6	6	67.6
sky130_fd_sc_hd__ha_1	173	2160
sky130_fd_sc_hd__o21ai_0	97	485
sky130_fd_sc_hd__or2_2	9	56.3
sky130_fd_sc_hd__a32o_1	6	60.1
==> cell type report <==
class	instances	area (um^2)	share of cell area
sequential	49	1240	0.0537
tap	592	741	0.0321
multi-input combinational	1590	13800	0.597
inverter	140	562	0.0243
clock inverter	13	58.8	0.00255
clock buffer	5	125	0.00542
timing repair buffer	825	6580	0.285
==> path summary, 6_finish.rpt <==
| path | from | end | slack (ns) | cells past startpoint |
|---|---|---|---|---|
| max | p2_pad_pos[1] | ball_x[9]$_DFF_NP0_ | -10.54 | 61 |
| min in group clk0 | r$_DFF_P_ | g | 1.26 | 1 |
| max in group clk0 | ball_y[1]$_DFF_NP0_ | r$_DFF_P_ | -2.03 | 17 |
| max in group asynchronous | reset | ball_y[4]$_DFF_NP1_ | 0.36 | 4 |
| max reg2reg | ball_y[1]$_DFF_NP0_ | ball_x[9]$_DFF_NP0_ | -9.36 | 63 |
| min in group asynchronous | reset | ball_vect_x[4]$_DFFE_NP0P_ | 2.13 | 4 |
| min reg2reg | debug_out[0]$_DFFE_NP0P_ | debug_out[0]$_DFFE_NP0P_ | 0.41 | 1 |
| min | debug_out[0]$_DFFE_NP0P_ | debug_out[0]$_DFFE_NP0P_ | 0.41 | 1 |
==> through the flow <==
| stage | TNS [ns] | std cells | utilization | cell area, um^2 |
|---|---|---|---|---|
| 6_report | -305.79 | 3214 | 0.521 | 23100 |
| 5_1_grt | -324.24 | 3214 | 0.521 | 23100 |
| 4_1_cts | -302.55 | 3196 | 0.506 | 22400 |
| 3_5_place_dp | -339.90 | 3096 | 0.454 | 20100 |
| 3_3_place_gp | -336.83 | 3096 | 0.454 | 20100 |
| 2_1_floorplan | -297.24 | 1863 | - | 14200 |
==> repair_timing <==
| action | 4_1_cts | 5_1_grt |
|---|---|---|
| setup endpoints to repair | 51 | 48 |
| cloned | 2 | 0 |
| pin swaps | 226 | 168 |
| buffers inserted | 99 | 44 |
| resized | 364 | 130 |
==> critical path, delay by kind of cell <==
family | cells | cell delay, ns
fa+ha+maj | 7 | 1.87
simple gates | 16 | 2.73
compound gates | 27 | 5.31
buf+inv | 5 | 0.62
mux | 2 | 0.40
xor+xnor | 4 | 0.56
==> layer usage <==
metal	share of wire	track usage	up-vias
met1	0.49	0.315	7807
met4	0.020	0.0393	0
met3	0.041	0.0151	56
met5	0	0	-
met2	0.45	0.351	360
li1	-	-	8374
